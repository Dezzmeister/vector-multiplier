$ cat design/flow/design.v
`timescale 1ns / 1ps
module fixed_pt_multiplier #(
		parameter OPERAND_WIDTH = 24,					 
		parameter DECIMAL_PLACE = 12					 
	)(
		input signed [OPERAND_WIDTH-1:0] operand1,		 
		input signed [OPERAND_WIDTH-1:0] operand2,		 
		output signed [OPERAND_WIDTH-1:0] product		 
    );
	wire signed [OPERAND_WIDTH+DECIMAL_PLACE-1:0] full_product;		 
	assign full_product = (operand1 * operand2);
	assign product = full_product >>> DECIMAL_PLACE;				 
endmodule
$ cat design/flow/run.sh
#!/bin/bash
# OpenROAD 26Q1-2900-gdf79404cd8, Yosys 0.63+post, stock flow scripts
make -C /OpenROAD-flow-scripts/flow DESIGN_CONFIG=/design/flow/config.mk WORK_HOME=/design/flow/orfs finish
$ cat design/flow/config.mk
export PLATFORM = sky130hd
export DESIGN_NAME = fixed_pt_multiplier
export DESIGN_NICKNAME = fixed_pt_multiplier
export VERILOG_FILES = /design/flow/design.v
export SDC_FILE = /design/flow/constraint.sdc
export NUM_CORES = 4
export LEC_CHECK = 1
export CORE_UTILIZATION = 40
$ cat design/flow/constraint.sdc
current_design fixed_pt_multiplier

set clk_period 23.4
set clk_io_pct 0.2

create_clock -name clk0 -period $clk_period

set non_clock_inputs [all_inputs -no_clocks]
set_input_delay [expr $clk_period * $clk_io_pct] -clock clk0 $non_clock_inputs
set_output_delay [expr $clk_period * $clk_io_pct] -clock clk0 [all_outputs]
==> impl_metrics.csv <==
group,metric,value,unit
routing,diodes,0,
timing,drv_slew,0,
job,warning_count,32,
placed_design,dp.cells,2402,
critical_path,slowest_stage,"clkdlybuf4s50_1",
yosys,ys_cells,1845,
timing,tns,0,ns
timing,slew_headroom,44.6,%
critical_path,crit_chain,"clkdlybuf4s50_1 > and2_1 > fa_1 > inv_1 > fa_1 > fa_1 > fa_1 > inv_1 > fa_1 > fa_1 > inv_1 > fa_1 > inv_1 > ha_1 > a21o_1 > a21o_1 > a21oi_1 > a31o_2 > a31oi_2 > buf_4 > or4_4 > a31oi_1 > xnor2_1 > clkdlybuf4s50_1",
final_layout,flops,0,
routing,wl_per_cell,16.6,µm
routing,dr.pass1.iters,4,
floorplan,core_area,40800,µm²
yosys,ys_types,43,
placed_design,gp_congestion,0.859,
floorplan,die_area,42300,µm²
yosys,synth_area,16600,µm²
yosys,avgSynthCellArea,8.99,µm²
yosys,xor_share,2.96,%
critical_path,cp-start-kind,"primary input",
floorplan,die_h,206,µm
yosys,yosysChipArea,16600,µm²
yosys,synth_top_cell_by_area,"fa_1",
global_route,grt_pass1_wl,67300,µm
final_layout,regArea,0,µm²
yosys,top_area_share,54.6,%
global_route,grt_pass1_vias,12811,
final_layout,stdcell_count,2402,
routing,postRouteAntennaNets,0,
final_layout,nClkBuffers,0,
final_layout,final_area,17900,µm²
timing,post-route-min-period,17.14,ns
placed_design,place_hpwl,32200,µm
routing,routed_wl,39900,µm
critical_path,required,18.72,ns
timing,final-hold-violation-count,0,
final_layout,drive_gt1_share,2.62,%
floorplan,core_util_floorplan,40.6,%
routing,viasPerCell,4.77,
status,status,"finished, final reports clean",
placed_design,io_buffers,72,
critical_path,cp-end-kind,"output port",
critical_path,crit_type,"primary input to output port",
yosys,ys_sh_mux,0,%
yosys,topCellsByArea,"fa_1 55%, inv_1 12%, and2_1 10%",
critical_path,worst-path-max-fanout,17,
global_route,overflow,0,
timing,setup-violations-final,0,
global_route,antenna_found_initial,0,
timing,worstMarginPinSlew,0.828,ns
routing,first_iter_violations,349,
timing,period_used_share,73.3,%
worst_hold_path,min_path_type,"primary input to output port",
global_route,grt_usage,22.1,%
final_layout,area_delta_synth_final,8.17,%
yosys,ys_warn_count,0,
global_route,grt_max_degree,25,
floorplan,rows,74,
critical_path,max_stage_delay,0.78,ns
floorplan,pin_count,72,
yosys,netlist_instances,1845,
timing,fmaxAchievable,58.3,MHz
routing,num_vias,11466,
cts,cts_hold_buffers,0,
yosys,synthAoiAreaFrac,2.75,%
yosys,top_logic_kind,"adder cells",
job,max_cap_viol_count,0,
critical_path,cp_common_cell,"fa_1",
yosys,ys_seq_share,0,%
timing,rsz0062_at_grt,"false",
critical_path,cp.arrival,12.46,ns
yosys,simple_gate_share,17.1,%
cts,ctsResizeCount,0,
cts,cts_setup_buffers,0,
routing,drcViolationCount,0,
floorplan,die_width,206,µm
placed_design,placed_area,17900,µm²
yosys,adder_share,63.5,%
==> cell families after synthesis <==
| group | count (synthesis) |
|---|---|
| buf+inv | 608 |
| fa+ha+maj | 570 |
| simple gates | 551 |
| compound gates | 60 |
| xor+xnor | 56 |
==> cells in the mapped netlist, drive strengths merged, types with 3 or more instances <==
cell,instances
nor2,14
xor2,9
inv,522
a21o,10
fa,453
nand3,4
nand2,236
nand2b,7
a21oi,16
nand4,3
and2,269
o211ai,3
a2111oi,5
o21ai,7
xnor2,47
nor3,5
ha,117
nor2b,8
a31oi,3
clkbuf,84
==> cells in the final DEF (no fill, tap or decap), types with 2 or more instances in the layout <==
cell | synthesis | routed
o2111ai_1 | 2 | 2
nor2b_1 | 8 | 8
and2_1 | 269 | 269
nand3_1 | 4 | 4
clkdlybuf4s50_1 | 0 | 72
o21a_1 | 2 | 2
nor2_1 | 14 | 14
a21o_1 | 10 | 10
nand2b_1 | 7 | 7
nand4_1 | 3 | 3
a2111oi_0 | 2 | 2
inv_1 | 522 | 522
fa_1 | 453 | 453
o211ai_1 | 3 | 3
o21ai_0 | 7 | 7
nor3_1 | 4 | 4
nand3b_1 | 2 | 2
xnor2_1 | 47 | 47
ha_1 | 117 | 117
a21oi_1 | 16 | 16
o21bai_1 | 2 | 2
buf_4 | 0 | 39
nand2_1 | 236 | 236
a31o_2 | 2 | 2
xor2_1 | 9 | 9
a31oi_1 | 2 | 2
==> worst paths after layout <==
| kind | depth (start not counted) | to | slack, ns | from |
|---|---|---|---|---|
| setup / recovery | 24 | product[22] | 6.26 | operand1[19] |
| hold / removal | 8 | product[2] | 11.14 | operand1[0] |
==> final cells by class <==
class              instances  area [µm²]
fillers                 3849       22900
inverters                522        1960
repair buffers           111        1010
multi-input cells       1237       14300
well taps                532         666
==> routing by layer <==
metal	global-route usage, %	vias up	part of all wire (%)
met4	1.90	0	0.95
met2	33.6	384	47
li1	-	5226	-
met3	9.67	28	10
met1	31.9	5828	42
met5	0	-	0
==> per-stage QoR <==
stage / worst slack, ns / hold WS [ns] / util, %
5_1_grt: 5.85 / 11.21 / 44.0
2_1_floorplan: 7.93 / 9.83 / -
3_3_place_gp: 6.29 / 11.10 / 44.0
3_5_place_dp: 6.27 / 11.09 / 44.0
4_1_cts: 6.25 / 11.11 / 44.0
6_report: 6.26 / 11.14 / 44.0
==> critical path, delay by kind of cell <==
family	cells	cell delay [ns]
compound gates	6	1.33
buf+inv	7	1.62
simple gates	2	0.82
xor+xnor	1	0.14
fa+ha+maj	8	3.84
